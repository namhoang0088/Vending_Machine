<file path="flow/config.mk">
export PLATFORM = sky130hd
export DESIGN_NAME = maybanhang
export DESIGN_NICKNAME = maybanhang
export VERILOG_FILES = /design/flow/design.v
export SDC_FILE = /design/flow/constraint.sdc
export NUM_CORES = 4
export LEC_CHECK = 1
export CORE_UTILIZATION = 30
</file>
<file path="flow/constraint.sdc">
current_design maybanhang

set clk_period 3.6
set clk_io_pct 0.2

create_clock -name clk0 -period $clk_period [get_ports {clk}]

set non_clock_inputs [all_inputs -no_clocks]
set_input_delay [expr $clk_period * $clk_io_pct] -clock clk0 $non_clock_inputs
set_output_delay [expr $clk_period * $clk_io_pct] -clock clk0 [all_outputs]
</file>
<file path="flow/design.v">
module maybanhang(output reg drop5 , drop10 , drop20 ,output reg [1:0] dropitem1 , dropitem2 , dropitem3 , dropitem4 , output reg [5:0] SLit1 , SLit2 , SLit3 , SLit4 ,
input clk, reset , cen5 , cen10 , cen20 , item1 , item2 , item3 , item4 , input [1:0] SL , lowpriece ,  uppriece1 , uppriece2 , input [5:0] slit1 , slit2 , slit3 , slit4 );  
reg[6: 0] state, next_state; 
parameter S0 = 1, S5 = 2, S10 = 3, S20 = 4, IT1 = 5, IT2 = 6, IT3 = 7 , IT4 = 8 , SL1 = 9 , SL2 = 10;
reg Drop5 , Drop10 , Drop20 , Dropitem1 , Dropitem2 , Dropitem3 , Dropitem4;
always @ (negedge clk ) 
if (reset == 1) state <= S0; 
else state <= next_state; 
always @ (cen5 , cen10 , cen20 , item1 , item2 , item3 , item4 , SL , lowpriece, uppriece1, uppriece2, slit1 , slit2 , slit3 , slit4 ) begin 
case (state ) 
S0: if(cen5) next_state=S5;
    else if(cen10) next_state=S10;
	 else if(cen20) next_state=S20;
	 else next_state=S0;
S5: if(item1) next_state=IT1;
    else if(item2) next_state=IT2;
	 else if(item3) next_state=IT3;
	 else if(item4) next_state=IT4;
	 else next_state=S5;
S10: if(item1) next_state=IT1;
    else if(item2) next_state=IT2;
	 else if(item3) next_state=IT3;
	 else if(item4) next_state=IT4;
	 else next_state=S10;
S20: if(item1) next_state=IT1;
    else if(item2) next_state=IT2;
	 else if(item3) next_state=IT3;
	 else if(item4) next_state=IT4;
	 else next_state=S20;
IT1: if(SL==1) next_state=SL1;
     else if(SL==2) next_state=SL2;
	  else next_state=IT1;
IT2: if(SL==1) next_state=SL1;
     else if(SL==2) next_state=SL2;
	  else next_state=IT2;
IT3: if(SL==1) next_state=SL1;
     else if(SL==2) next_state=SL2;
	  else next_state=IT3;
IT4: if(SL==1) next_state=SL1;
     else if(SL==2) next_state=SL2;
	  else next_state=IT4;	  
SL1: if(reset==1) next_state=S0;
     else next_state=SL1;
SL2: if(reset==1) next_state=S0;
     else next_state=SL2;
endcase
end
always @ (negedge clk) begin 
	 drop5 <= 0 ; 
    drop10 <= 0; 
	 drop20 <= 0; 
	 dropitem1 <= 0 ; 
	 dropitem2 <= 0 ; 
	 dropitem3 <= 0 ; 
	 dropitem4 <= 0;
	 SLit1<=slit1;
	 SLit2<=slit2;
	 SLit3<=slit3;
	 SLit4<=slit4;
    case(state) 
S0: begin 
    drop5 <= 0 ; 
    drop10 <= 0; 
	 drop20 <= 0; 
	 dropitem1 <= 0 ; 
	 dropitem2 <= 0 ; 
	 dropitem3 <= 0 ; 
	 dropitem4 <= 0;
	 Drop5 <= 0 ; 
    Drop10 <= 0; 
	 Drop20 <= 0; 
	 Dropitem1 <= 0 ; 
	 Dropitem2 <= 0 ; 
	 Dropitem3 <= 0 ; 
	 Dropitem4 <= 0;
    end
S5:begin 
    Drop5 <= 1 ; 
    end 
S10:begin 
    Drop10 <= 1; 
    end	
S20:begin 
	 Drop20 <= 1; 
    end 
IT1: begin
    Dropitem1 <= 1 ;  
	 end
IT2:	begin
    Dropitem2 <= 1 ;  
	 end 
IT3: begin
    Dropitem3 <= 1 ;  
	 end	 
IT4: begin
    Dropitem4 <= 1 ;  
	 end	 
SL1: begin
	 if(Drop5 == 1 && Dropitem1 == 1) 
	 begin
	 if(uppriece1==0 || uppriece1==2) begin
	 drop5<=0;
	 dropitem1<=1;
	 SLit1<=slit1-1;
	 end
	 else if(uppriece1==1 || uppriece1==3) begin
	 drop5<=1;
	 dropitem1<=0;
	 end
	 end
	 else if(Drop10==1 && Dropitem1 == 1) 
	 begin
	 if(uppriece1==0 || uppriece1==2) begin
	 drop10<=0;
	 drop5<=1;
	 dropitem1<=1;
	 SLit1<=slit1-1;
	 end
	 else if(uppriece1==1 || uppriece1==3) begin
	 drop10<=0;
	 drop5<=0;
	 dropitem1<=1;
	 SLit1<=slit1-1;
	 end
	 end
	 else if(Drop20==1 && Dropitem1 ==1)
	 begin
	 if(uppriece1==0 || uppriece1==2) begin
	 drop5<=1;
	 drop10<=1;
	 dropitem1<=1;
	 SLit1<=slit1-1;
	 end
	 else if(uppriece1==1 || uppriece1==3) begin
	 drop5<=0;
	 drop10<=1;
	 dropitem1<=1;
	 SLit1<=slit1-1;
	 end
	 end
	 else if(Drop5 == 1 && Dropitem2 == 1) 
	 begin
	 if(uppriece1==0 || uppriece1==1) begin
	 drop5<=0;
	 dropitem2<=1;
	 SLit2<=slit2-1;
	 end
	 else if(uppriece1==2 || uppriece1==3) begin
	 drop5<=1;
	 dropitem2<=0;
	 end
	 end
	 else if(Drop10==1 && Dropitem2 == 1) 
	 begin
	 if(uppriece1==0 || uppriece1==1) begin
	 drop10<=0;
	 drop5<=1;
	 dropitem2<=1;
	 SLit2<=slit2-1;
	 end
	 else if(uppriece1==2 || uppriece1==3) begin
	 drop10<=0;
	 drop5<=0;
	 dropitem2<=1;
	 SLit2<=slit2-1;
	 end
	 end
	 else if(Drop20==1 && Dropitem2 ==1)
	 begin
	 if(uppriece1==0 || uppriece1==1) begin
	 drop5<=1;
	 drop10<=1;
	 dropitem2<=1;
	 SLit2<=slit2-1;
	 end
	 else if(uppriece1==2 || uppriece1==3) begin
	 drop5<=0;
	 drop10<=1;
	 dropitem2<=1;
	 SLit2<=slit2-1;
	 end
	 end	 
	 else if(Drop5 == 1 && Dropitem3 == 1) 
	 begin
	 if((uppriece2==0 || uppriece2==2) && (lowpriece==0 ||lowpriece==2)) begin
	 drop5<=1;
	 dropitem3<=0;
	 end
	 else if((uppriece2==1 || uppriece2==3) && (lowpriece==0 ||lowpriece==2)) begin
	 drop5<=1;
	 dropitem3<=0;
	 end
	 else if((uppriece2==0 || uppriece2==2) && (lowpriece==1 ||lowpriece==3)) begin
	 drop5<=0;
	 dropitem3<=1;
	 SLit3<=slit3-1;
	 end
	 end
	 else if(Drop10==1 && Dropitem3 == 1) 
	 begin
	 if((uppriece2==0 || uppriece2==2) && (lowpriece==0 ||lowpriece==2)) begin
	 drop10<=0;
	 dropitem3<=1;
	 SLit3<=slit3-1;
	 end
	 else if((uppriece2==1 || uppriece2==3) && (lowpriece==0 ||lowpriece==2)) begin
	 drop10<=1;
	 dropitem3<=0;
	 end
	 else if((uppriece2==0 || uppriece2==2) && (lowpriece==1 ||lowpriece==3)) begin
	 drop5<=1;
	 dropitem3<=1;
	 SLit3<=slit3-1;
	 end
	 end
	 else if(Drop20==1 && Dropitem3 ==1)
	 begin
	 if((uppriece2==0 || uppriece2==2) && (lowpriece==0 ||lowpriece==2)) begin
	 drop10<=1;
	 dropitem3<=1;
	 SLit3<=slit3-1;
	 end
	 else if((uppriece2==1 || uppriece2==3) && (lowpriece==0 ||lowpriece==2)) begin
	 drop5<=1;
	 dropitem3<=1;
	 SLit3<=slit3-1;
	 end
	 else if((uppriece2==0 || uppriece2==2) && (lowpriece==1 ||lowpriece==3)) begin
	 drop5<=1;
	 drop10<=1;
	 dropitem3<=1;
	 SLit3<=slit3-1;
	 end
	 end	 
	 else if(Drop5 == 1 && Dropitem4 == 1) 
	 begin
	 if((uppriece2==0 || uppriece2==1) && (lowpriece==0 ||lowpriece==1)) begin
	 drop5<=1;
	 dropitem4<=0;
	 end
	 else if((uppriece2==2 || uppriece2==3) && (lowpriece==0 ||lowpriece==1)) begin
	 drop5<=1;
	 dropitem4<=0;
	 end
	 else if((uppriece2==0 || uppriece2==1) && (lowpriece==2 ||lowpriece==3)) begin
	 drop5<=0;
	 dropitem4<=1;
	 SLit4<=slit4-1;
	 end
	 end
	 else if(Drop10==1 && Dropitem4 == 1) 
	 begin
	 if((uppriece2==0 || uppriece2==1) && (lowpriece==0 ||lowpriece==1)) begin
	 drop10<=0;
	 dropitem4<=1;
	 SLit4<=slit4-1;
	 end
	 else if((uppriece2==2 || uppriece2==3) && (lowpriece==0 ||lowpriece==1)) begin
	 drop10<=1;
	 dropitem4<=0;
	 end
	 else if((uppriece2==0 || uppriece2==1) && (lowpriece==2 ||lowpriece==3)) begin
	 drop5<=1;
	 dropitem4<=1;
	 SLit4<=slit4-1;
	 end
	 end
	 else if(Drop20==1 && Dropitem4 ==1)
	 begin
	 if((uppriece2==0 || uppriece2==1) && (lowpriece==0 ||lowpriece==1)) begin
	 drop10<=1;
	 dropitem4<=1;
	 SLit4<=slit4-1;
	 end
	 else if((uppriece2==2 || uppriece2==3) && (lowpriece==0 ||lowpriece==1)) begin
	 drop5<=1;
	 dropitem4<=1;
	 SLit4<=slit4-1;
	 end
	 else if((uppriece2==0 || uppriece2==1) && (lowpriece==2 ||lowpriece==3)) begin
	 drop5<=1;
	 drop10<=1;
	 dropitem4<=1;
	 SLit4<=slit4-1;
	 end
	 end	
	end
SL2: 	begin
  	 if(Drop5 == 1 && Dropitem1 == 1) 
	 begin
	 if(uppriece1==0 || uppriece1==2) begin
	 drop5<=1;
	 dropitem1<=0;
	 end
	 else if(uppriece1==1 || uppriece1==3) begin
	 drop5<=1;
	 dropitem1<=0;
	 end
	 end
	 else if(Drop10==1 && Dropitem1 == 1) 
	 begin
	 if(uppriece1==0 || uppriece1==2) begin
	 drop10<=0;
	 drop5<=0;
	 dropitem1<=2;
	 SLit1<=slit1-2;
	 end
	 else if(uppriece1==1 || uppriece1==3) begin
	 drop10<=1;
	 drop5<=0;
	 dropitem1<=0;
	 end
	 end
	 else if(Drop20==1 && Dropitem1 ==1)
	 begin
	 if(uppriece1==0 || uppriece1==2) begin
	 drop5<=0;
	 drop10<=1;
	 dropitem1<=2;
	 SLit1<=slit1-2;
	 end
	 else if(uppriece1==0 || uppriece1==2) begin
	 drop5<=0;
	 drop10<=0;
	 dropitem1<=2;
	 SLit1<=slit1-2;
	 end
	 end
	 else if(Drop5 == 1 && Dropitem2 == 1) 
	 begin
	 if(uppriece1==0 || uppriece1==1) begin
	 drop5<=1;
	 dropitem2<=0;
	 end
	 else if(uppriece1==2 || uppriece1==3) begin
	 drop5<=1;
	 dropitem2<=0;
	 end
	 end
	 else if(Drop10==1 && Dropitem2 == 1) 
	 begin
	 if(uppriece1==0 || uppriece1==1) begin
	 drop10<=0;
	 drop5<=0;
	 dropitem2<=2;
	 SLit2<=slit2-2;
	 end
	 else if(uppriece1==2 || uppriece1==3) begin
	 drop10<=1;
	 drop5<=0;
	 dropitem2<=0;
	 end
	 end
	 else if(Drop20==1 && Dropitem2 ==1)
	 begin
	 if(uppriece1==0 || uppriece1==1) begin
	 drop5<=0;
	 drop10<=1;
	 dropitem2<=2;
	 SLit2<=slit2-2;
	 end
	 else if(uppriece1==2 || uppriece1==3) begin
	 drop5<=0;
	 drop10<=0;
	 dropitem2<=2;
	 SLit2<=slit2-2;
	 end
	 end	 
	 else if(Drop5 == 1 && Dropitem3 == 1) 
	 begin
	 if((uppriece2==0 || uppriece2==2) && (lowpriece==0 ||lowpriece==2)) begin
	 drop5<=1;
	 dropitem3<=0;
	 end
	 else if((uppriece2==1 || uppriece2==3) && (lowpriece==0 ||lowpriece==2)) begin
	 drop5<=1;
	 dropitem3<=0;
	 end
	 else if((uppriece2==0 || uppriece2==2) && (lowpriece==1 ||lowpriece==3)) begin
	 drop5<=1;
	 dropitem3<=0;
	 end
	 end
	 else if(Drop10==1 && Dropitem3 == 1) 
	 begin
	 if((uppriece2==0 || uppriece2==2) && (lowpriece==0 ||lowpriece==2)) begin
	 drop10<=1;
	 dropitem3<=0;
	 end
	 else if((uppriece2==1 || uppriece2==3) && (lowpriece==0 ||lowpriece==2)) begin
	 drop10<=1;
	 dropitem3<=0;
	 end
	 else if((uppriece2==0 || uppriece2==2) && (lowpriece==1 ||lowpriece==3)) begin
	 drop10<=0;
	 dropitem3<=2;
	 SLit2<=slit2-2;
	 end
	 end
	 else if(Drop20==1 && Dropitem3 ==1)
	 begin
	 if((uppriece2==0 || uppriece2==2) && (lowpriece==0 ||lowpriece==2)) begin
	 dropitem3<=2;
	 SLit3<=slit3-2;
	 end
	 else if((uppriece2==1 || uppriece2==3) && (lowpriece==0 ||lowpriece==2)) begin
	 drop20<=1;
	 dropitem3<=0;
	 end
	 else if((uppriece2==0 || uppriece2==2) && (lowpriece==1 ||lowpriece==3)) begin
	 drop10<=1;
	 dropitem3<=2;
	 SLit3<=slit3-2;
	 end
	 end	 
	 else if(Drop5 == 1 && Dropitem4 == 1) 
	 begin
	 if((uppriece2==0 || uppriece2==1) && (lowpriece==0 ||lowpriece==1)) begin
	 drop5<=1;
	 dropitem4<=0;
	 end
	 else if((uppriece2==2 || uppriece2==3) && (lowpriece==0 ||lowpriece==1)) begin
	 drop5<=1;
	 dropitem4<=0;
	 end
	 else if((uppriece2==0 || uppriece2==1) && (lowpriece==2 ||lowpriece==3)) begin
	 drop5<=1;
	 dropitem4<=0;
	 end
	 end
	 else if(Drop10==1 && Dropitem4 == 1) 
	 begin
	 if((uppriece2==0 || uppriece2==1) && (lowpriece==0 ||lowpriece==1)) begin
	 drop10<=1;
	 dropitem4<=0;
	 end
	 else if((uppriece2==2 || uppriece2==3) && (lowpriece==0 ||lowpriece==1)) begin
	 drop10<=1;
	 dropitem4<=0;
	 end
	 else if((uppriece2==0 || uppriece2==1) && (lowpriece==2 ||lowpriece==3)) begin
	 drop10<=0;
	 dropitem4<=2;
	 SLit4<=slit4-2;
	 end
	 end
	 else if(Drop20==1 && Dropitem4 ==1)
	 begin
	 if((uppriece2==0 || uppriece2==1) && (lowpriece==0 ||lowpriece==1)) begin
	 dropitem4<=2;
	 SLit4<=slit4-2;
	 end
	 else if((uppriece2==2 || uppriece2==3) && (lowpriece==0 ||lowpriece==1)) begin
	 drop20<=1;
	 dropitem4<=0;
	 end
	 else if((uppriece2==0 || uppriece2==1) && (lowpriece==2 ||lowpriece==3)) begin
	 drop10<=1;
	 dropitem4<=2;
	 SLit4<=slit4-2;
	 end
	 end	
	 end
	 endcase
end
 endmodule
</file>
<file path="flow/run.sh">
#!/bin/bash
# OpenROAD 26Q1-2900-gdf79404cd8, Yosys 0.63+post, stock flow scripts
make -C /OpenROAD-flow-scripts/flow DESIGN_CONFIG=/design/flow/config.mk WORK_HOME=/design/flow/orfs finish
</file>
==> impl_metrics.json <==
{
  "synth_cell_type_count": 80,
  "status": "finished clean",
  "yosys_area_um2": 3313,
  "relSlewSlack": 0.4789,
  "ys_cells": 393,
  "ant_nets": 0,
  "ys_warn_count": 1,
  "warnings": 77,
  "fillers": 1050,
  "die_h_um": 107.1,
  "hpwl_mm": 6.515,
  "clkTransAtPathRegs_ps": 40,
  "track_usage": 0.1572,
  "unclocked_pins": 4,
  "p_leak_nw": 2.222,
  "drc_errors": 0,
  "grtUsageMet3": 0.03348,
  "cp.arrival_ps": 2050,
  "place_area_um2": 4578,
  "grt.met2_usage": 0.2369,
  "p_per_area_nw_per_um2": 275.7,
  "ff_type": "dfxtp_1",
  "grt_antenna_before_repair": 0,
  "core_um2": 10790,
  "r2r_slack_ps": 1210,
  "dr.pass1.iters": 4,
  "cts-root-buf": "clkbuf_8",
  "hold_buffers": 0,
  "cp-start-kind": "input port",
  "r2r_cells": 4,
  "edf_count": 7,
  "netlist_area_um2": 3313,
  "ys_seq_elements": 50,
  "drt-total-wl_mm": 8.692,
  "initial_core_util": 0.3070,
  "worstPathRequired_ps": 2070,
  "r2r_end": "SLit4[1]",
  "cp_max_fo": 2,
  "grt_max_degree": 28,
  "gr-total-overflow": 0,
  "cap_violations": 0,
  "synth_cells": 393,
  "h-tree-depth": 2,
  "clkLatencyLatePin_ps": 380,
  "setup_violations": 0,
  "cts_tree": "done",
  "setup.worst_path.class": "input port to flop",
  "untimed_endpoints": 4,
  "tightest_slew_ps": 775.0,
  "cts-buffers-inserted": 5,
  "gr-usage-met1": 0.2212,
  "num_antenna_cells": 0,
  "grt_pass1_wl_mm": 14.52,
  "critPathCapture": "SLit4[2]",
  "area.growth.synth_to_final_pct": 45.66,
  "setup-tns-final_ps": 0,
  "maxSlewViolCount": 0,
  "min_path_type": "flop to flop",
  "drt_iter0_drc": 193,
  "grt_busiest_layer": "met2",
  "place_ws_ps": -649.9,
  "die_area_um2": 11470,
  "rsz0062_at_grt": "no",
  "hold_viol": 0,
  "dieWidth_um": 107.1,
  "ios": 76,
  "num_vias": 3406,
  "routedWlPerCell_um": 12.54,
  "fin_area_um2": 4826,
  "skew_ps": 21.16,
  "synth.avg_cell_area_um2": 8.430,
  "grt_pass1_vias": 3235,
  "crit_start": "slit4[0]",
  "hold_slack_ps": 748.4,
  "r2r_start": "state[1]",
  "gp_congestion": 0.8946,
  "layout-drive-gt1-share": 0.2134,
  "peakVddDrop_mv": 0.1661,
  "worst_slack_ps": 14.31,
  "cp-end-kind": "flop",
  "io_buffers": 75,
  "via_per_inst": 4.915,
  "cts.path.max_buffers": 2,
  "synthArstFlopShare": 0,
  "row_count": 38,
  "total_power_mw": 1.330
}
stage by stage:
| step | instances | util |
|---|---|---|
| 5_1_grt | 693 | 0.4471 |
| 6_report | 693 | 0.4471 |
| 3_5_place_dp | 638 | 0.4242 |
| 2_1_floorplan | 393 | - |
| 4_1_cts | 693 | 0.4474 |
| 3_3_place_gp | 638 | 0.4242 |
where the power goes:
group          internal [mW]  switching, mW
sequential             0.548         0.0226
combinational          0.138          0.115
clock                  0.199          0.307
total                  0.886          0.444
layer usage:
metal,up-vias,wire [um]
met5,-,0
met4,0,216
met3,17,440
met2,116,3914
met1,1524,4119
li1,1749,-
worst min-delay path by stage:
| stage | start | endpoint | slack [ps] | cells past startpoint |
|---|---|---|---|---|
| CTS | state[3] | Dropitem2 | 750 | 1 |
| global route | state[3] | Dropitem2 | 830 | 1 |
| finish | state[3] | Dropitem2 | 750 | 1 |
placed cells by master, fill, tap and decap left out, drive strengths merged, types with 4 or more instances in the layout:
cell | netlist | layout
o22ai | 5 | 5
a22oi | 4 | 4
ha | 14 | 14
nor3 | 14 | 14
o31ai | 6 | 6
a21oi | 15 | 15
o211ai | 6 | 6
o221ai | 5 | 5
clkdlybuf4s50 | 0 | 27
or2 | 8 | 8
buf | 14 | 58
nor2b | 8 | 8
xnor2 | 14 | 14
o21ai | 23 | 23
a211oi | 4 | 4
dfxtp | 39 | 39
dlxtn | 4 | 4
a221oi | 4 | 4
edfxtp | 7 | 7
nor2 | 36 | 36
xor2 | 5 | 5
a21boi | 4 | 4
clkbuf | 12 | 9
nand2 | 28 | 28
nand3 | 8 | 8
nand4 | 5 | 5
mux2i | 4 | 4
or3 | 5 | 5
dlygate4sd2 | 0 | 41
inv | 25 | 73
nand2b | 16 | 16
timing repair:
item                       in CTS  in global routing
resized                        61                 12
cloned                          0                  0
buffers inserted                2                  0
pin swaps                       6                  3
setup endpoints to repair      58                 12
critical path: stages:
cell	delay, ps
clkdlybuf4s50_1	490
inv_1	50
ha_2	200
o311ai_2	260
o21ai_1	110
o221ai_1	220
cell type report:
type,instances,area [um^2],area share
clock buffer,5,68.82,0.01426
tap,140,175.2,0.03630
inverter,24,90.09,0.01867
sequential,50,1057,0.2191
multi-input combinational,292,2127,0.4408
timing repair buffer,133,1121,0.2323
clock inverter,49,186.4,0.03863
kinds of logic after synthesis:
family                     synth area share
AOI/OAI and AO/OA                    0.2387
xor gates and xnor gates            0.05023
adders and majority gates           0.05287
buffers and inverters               0.06344
DFF                                  0.2991
latches                             0.01813
muxes                               0.01209
and+or+nand+nor                      0.2655
registers in the layout, summed over array words and instances, names as in the netlist, 2 cells and up:
signal and cells:
SLit1 6, next_state 4, dropitem2 2, dropitem1 2
dropitem4 2, SLit2 6, SLit4 6, state 4
dropitem3 2, SLit3 6
Yosys cell counts (all sizes together), types with 2 or more instances:
master / count / area, um^2
and3b: 2 / 17.52
or2: 8 / 50.05
dfxtp: 39 / 780.8
a21boi: 4 / 33.78
and4: 2 / 17.52
nand4: 5 / 31.28
o22ai: 5 / 31.28
o32ai: 3 / 33.79
xnor2: 14 / 122.6
edfxtp: 7 / 210.2
inv: 25 / 93.84
or3: 5 / 36.28
nand3: 8 / 45.04
dlxtn: 4 / 60.06
o2111ai: 2 / 17.52
or4: 2 / 18.77
nor2: 36 / 150.1
o311ai: 2 / 17.52
nor2b: 8 / 50.05
a22oi: 4 / 30.03
a211oi: 4 / 30.03
mux2i: 4 / 40.04
nor3: 14 / 91.34
nand2b: 16 / 100.1
buf: 14 / 71.31
a21oi: 15 / 75.07
and2: 3 / 18.77
a221oi: 4 / 41.29
o221ai: 5 / 43.79
a22o: 2 / 17.52
o21ai: 23 / 118.9
clkbuf: 12 / 45.04
o211ai: 6 / 45.04
nor4: 2 / 27.53
a31o: 3 / 26.28
and4bb: 2 / 25.02
o31ai: 6 / 45.04
a311o: 2 / 20.02
nand4bb: 3 / 38.79
ha: 14 / 175.2
nand2: 28 / 107.6
xor2: 5 / 43.79
a32oi: 2 / 17.52
Power is estimated from default activity; no workload was simulated.
